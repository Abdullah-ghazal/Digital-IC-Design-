===== design/flow/run.sh =====
#!/bin/bash
# OpenROAD 26Q1-2900-gdf79404cd8, Yosys 0.63+post, stock flow scripts
make -C /OpenROAD-flow-scripts/flow DESIGN_CONFIG=/design/flow/config.mk WORK_HOME=/design/flow/orfs finish

===== design/flow/config.mk =====
export PLATFORM = sky130hd
export DESIGN_NAME = ALU_TOP
export DESIGN_NICKNAME = ALU_TOP
export VERILOG_FILES = /design/flow/design.v
export SDC_FILE = /design/flow/constraint.sdc
export NUM_CORES = 4
export LEC_CHECK = 1
export CORE_UTILIZATION = 40

===== design/flow/constraint.sdc =====
current_design ALU_TOP

set clk_period 1.0
set clk_io_pct 0.2

create_clock -name clk0 -period $clk_period [get_ports {CLK}]

set non_clock_inputs [all_inputs -no_clocks]
set_input_delay [expr $clk_period * $clk_io_pct] -clock clk0 $non_clock_inputs
set_output_delay [expr $clk_period * $clk_io_pct] -clock clk0 [all_outputs]

===== design/flow/design.v =====
module ALU_TOP 
#(parameter WIDTH = 16) 
(
  input wire [WIDTH - 1 : 0]A, B,
  input wire [3 : 0]ALU_FUN,
  input wire CLK, RST,
  output wire [2*WIDTH - 1 : 0]Arith_OUT,
  output wire Carry_OUT,
  output wire Arith_Flag,
  output wire [WIDTH - 1 : 0]Logic_OUT,
  output wire Logic_Flag,
  output wire [1:0]CMP_OUT,
  output wire CMP_Flag,
  output wire [WIDTH - 1 : 0]SHIFT_OUT,
  output wire SHIFT_Flag
);
wire Arth_enable, Logic_enable, CMP_enable, shft_enable;
Decoder_Unit decoder (
  .ALU_FUN(ALU_FUN[3:2]),
  .Arith_Enable(Arth_enable),
  .Logic_Enable(Logic_enable),
  .CMP_Enable(CMP_enable),
  .Shift_Enable(shft_enable)
  );
ARITHMETIC_UNIT #(.WIDTH(WIDTH)) arth_unit (
        .A(A),
        .B(B),
        .ALU_FUN(ALU_FUN[1:0]),
        .CLK(CLK),
        .RST(RST),
        .Arith_Enable(Arth_enable),
        .Arith_OUT(Arith_OUT),
        .Carry_OUT(Carry_OUT),
        .Arith_flag(Arith_Flag)
);
 LOGIC_UNIT #(.WIDTH(WIDTH)) logic_unit (
  .A(A), 
  .B(B),
  .ALU_FUN(ALU_FUN[1:0]),
  .CLK(CLK),
  .RST(RST),
  .Logic_Enable(Logic_enable),
  .Logic_OUT(Logic_OUT),
  .Logic_Flag(Logic_Flag)
);  
  CMP_UNIT #(.WIDTH(WIDTH)) cmp_unit(
  .A(A),
  .B(B),
  .ALU_FUN(ALU_FUN[1 : 0]),
  .CLK(CLK), 
  .RST(RST),
  .CMP_Enable(CMP_enable),
  .CMP_OUT(CMP_OUT),
  .CMP_Flag(CMP_Flag)
);
SHIFT_UNIT #(.WIDTH(WIDTH)) shft_unit (
  .A(A), 
  .B(B),
  .ALU_FUN(ALU_FUN[1:0]),
  .CLK(CLK),
  .RST(RST),
  .Shift_Enable(shft_enable),
  .SHIFT_OUT(SHIFT_OUT),
  .SHIFT_Flag(SHIFT_Flag)
);
endmodule
module ARITHMETIC_UNIT 
#(parameter WIDTH = 16) 
(
input wire signed [WIDTH - 1 : 0]A,
input wire signed [WIDTH - 1 : 0]B,
input wire [1:0]ALU_FUN,
input wire CLK,
input wire RST,
input wire Arith_Enable,
output reg signed [2*WIDTH - 1 : 0]Arith_OUT,
output reg Carry_OUT,
output reg Arith_flag
);
reg signed [2*WIDTH - 1 : 0] Arith_OUT_comb;
reg Arith_flag_comb;
reg Carry_OUT_comb;
always @(posedge CLK or negedge RST)
begin
  if(!RST)
    begin 
      Arith_OUT <= 'b0;
      Arith_flag <= 1'b0;
      Carry_OUT <= 1'b0;
    end
  else
    begin
      Arith_OUT <= Arith_OUT_comb;
      Arith_flag <= Arith_flag_comb;
      Carry_OUT <= Carry_OUT_comb;
    end
end
always @(*)
begin
  Arith_flag_comb = 1'b0;
  Arith_OUT_comb = 'b0;
  Carry_OUT_comb = 1'b0;
  if(Arith_Enable)
    begin
      case(ALU_FUN)
        2'b00: begin
                {Carry_OUT_comb,Arith_OUT_comb} = A + B;
                Arith_flag_comb = 1'b1;
              end
        2'b01: begin
                {Carry_OUT_comb,Arith_OUT_comb} = A - B;
                Arith_flag_comb = 1'b1;
              end
        2'b10: begin
                {Carry_OUT_comb,Arith_OUT_comb} = A * B;
                Arith_flag_comb = 1'b1;
              end
        2'b11: begin
                {Carry_OUT_comb,Arith_OUT_comb} = A / B;
                Arith_flag_comb = 1'b1;
              end                  
        default: begin
                Arith_flag_comb = 1'b0;
                Arith_OUT_comb = 'b0;
                Carry_OUT_comb = 1'b0;
               end  
          endcase      
    end
    else
      begin
        Arith_flag_comb = 1'b0;
        Arith_OUT_comb = 'b0;
        Carry_OUT_comb = 1'b0;
        end
end
endmodule
module CMP_UNIT
#(parameter WIDTH = 16)
(
  input wire signed [WIDTH - 1 : 0] A, B,
  input wire [1:0] ALU_FUN,
  input wire CLK, RST,
  input wire CMP_Enable,
  output reg [1:0]CMP_OUT,
  output reg CMP_Flag
);
reg [1:0]CMP_OUT_comb;
reg CMP_Flag_comb;
always @(posedge CLK or negedge RST)
  begin
    if(!RST)
      begin
        CMP_OUT <= 1'b0;
        CMP_Flag <= 1'b0;
      end
    else
      begin
        CMP_OUT <= CMP_OUT_comb;
        CMP_Flag <= CMP_Flag_comb;
      end
  end
  always @(*)
    begin
      CMP_OUT_comb = 1'b0;
      CMP_Flag_comb = 1'b0;
      if (CMP_Enable)
        begin
          case(ALU_FUN)
            2'b00:
                begin
                  CMP_OUT_comb = 1'b0;
                  CMP_Flag_comb = 1'b1;            
                end
            2'b01:
                begin
                  CMP_OUT_comb = (A == B)? 1: 0 ;
                  CMP_Flag_comb = 1'b1;
                end
            2'b10:
                begin
                  CMP_OUT_comb = (A > B)? 2: 0 ;
                  CMP_Flag_comb = 1'b1;
                end
            2'b11:
                begin
                  CMP_OUT_comb = (A < B)? 3 : 0 ;
                  CMP_Flag_comb = 1'b1;                  
                end
            default: 
                begin
                  CMP_OUT_comb = 1'b0;
                  CMP_Flag_comb = 1'b0;                    
                end                              
          endcase
        end
      else
        begin
          CMP_OUT_comb = 1'b0;
          CMP_Flag_comb = 1'b0;
        end
    end
  endmodule
module Decoder_Unit (
  input wire [1:0]ALU_FUN,
  output reg Arith_Enable,
  output reg Logic_Enable,
  output reg CMP_Enable,
  output reg Shift_Enable
  );
  always @(*)
    begin
      case(ALU_FUN)
        2'b00: {Arith_Enable, Logic_Enable, CMP_Enable, Shift_Enable} = 4'b1000;
        2'b01: {Arith_Enable, Logic_Enable, CMP_Enable, Shift_Enable} = 4'b0100;
        2'b10: {Arith_Enable, Logic_Enable, CMP_Enable, Shift_Enable} = 4'b0010;
        2'b11: {Arith_Enable, Logic_Enable, CMP_Enable, Shift_Enable} = 4'b0001;
        default: {Arith_Enable, Logic_Enable, CMP_Enable, Shift_Enable} = 4'b0000;
      endcase
    end
  endmodule
module LOGIC_UNIT
  #(parameter WIDTH = 16) 
  (
  input wire signed [WIDTH - 1 : 0] A, B,
  input wire [1:0] ALU_FUN,
  input CLK,
  input RST,
  input Logic_Enable,
  output reg signed [WIDTH - 1 : 0] Logic_OUT,
  output reg  Logic_Flag
  );
reg signed [WIDTH - 1 : 0] Logic_OUT_comb;
reg Logic_Flag_comb;
always @(posedge CLK or negedge RST)
begin
  if (!RST)
    begin
      Logic_OUT <= 'b0;
      Logic_Flag <= 1'b0;
    end
  else
    begin
      Logic_OUT <= Logic_OUT_comb;
      Logic_Flag <= Logic_Flag_comb;
    end
end
always @(*)
begin
  Logic_Flag_comb = 1'b0;
  Logic_OUT_comb = 'b0;
  if(Logic_Enable)
    begin
      case(ALU_FUN)
        2'b00: 
            begin
                Logic_OUT_comb = A & B;
                Logic_Flag_comb = 1'b1;          
            end
        2'b01: 
            begin
                Logic_OUT_comb = A | B;
                Logic_Flag_comb = 1'b1; 
            end
        2'b10: 
            begin
                Logic_OUT_comb = ~(A & B);
                Logic_Flag_comb = 1'b1; 
            end
        2'b11: 
            begin
                Logic_OUT_comb = ~(A | B);
                Logic_Flag_comb = 1'b1;           
            end      
        default: 
                begin
                  Logic_Flag_comb = 1'b0;
                  Logic_OUT_comb = 'b0;
                end
      endcase
    end
    else
        begin
            Logic_Flag_comb = 1'b0;
            Logic_OUT_comb = 'b0;
        end
end
endmodule
module SHIFT_UNIT 
#(parameter WIDTH = 16)
(
  input wire signed [WIDTH - 1 : 0] A, B,
  input wire [1:0] ALU_FUN,
  input CLK,
  input RST,
  input Shift_Enable,
  output reg signed [WIDTH - 1 : 0] SHIFT_OUT,
  output reg  SHIFT_Flag
);
reg signed [WIDTH - 1 : 0] SHIFT_OUT_comb;
reg SHIFT_Flag_comb;
always @(posedge CLK or negedge RST)
begin
  if (!RST)
    begin
      SHIFT_OUT <= 'b0;
      SHIFT_Flag <= 1'b0;
    end
  else
    begin
      SHIFT_OUT <= SHIFT_OUT_comb;
      SHIFT_Flag <= SHIFT_Flag_comb;
    end
end
always @(*)
begin
      SHIFT_OUT_comb = 'b0;
      SHIFT_Flag_comb = 1'b0;
  if(Shift_Enable)
    begin
      case(ALU_FUN)      
        2'b00:
             begin
                SHIFT_OUT_comb = A >> 1;
                SHIFT_Flag_comb = 1'b1;
             end
        2'b01:
             begin
                SHIFT_OUT_comb = A << 1;
                SHIFT_Flag_comb = 1'b1;            
             end
        2'b10:
             begin
                SHIFT_OUT_comb = B >> 1;
                SHIFT_Flag_comb = 1'b1;             
             end                    
        2'b11:
              begin
                SHIFT_OUT_comb = B << 1;
                SHIFT_Flag_comb = 1'b1;
              end   
        default:
              begin
                SHIFT_OUT_comb = 'b0;
                SHIFT_Flag_comb = 1'b0;
              end        
      endcase
    end
else
  begin
          SHIFT_OUT_comb = 'b0;
          SHIFT_Flag_comb = 1'b0;
  end
end
endmodule

==> out/metrics.json <==
{
  "run_status": {
    "status": "finished with violations",
    "failed_checks": "negative setup slack"
  },
  "floorplanning": {
    "initCoreUtil_pct": 40.5,
    "num_rows": 123,
    "fp.dieArea_um2": 116000,
    "core_area_um2": 113000,
    "io_pins": 109,
    "dieHeight_um": 341,
    "die_x_um": 341
  },
  "sta": {
    "timing.final.max_slew_violations": 0,
    "tns_ns": -2024.72,
    "max_freq_mhz": 16.1,
    "rsz_0062_raised_after_global_routing": "true",
    "setup-violations-final": 133,
    "layout_min_cycle_time_ns": 62.20,
    "finalHoldViolations": 0,
    "timing.final.ws_setup_ns": -61.20,
    "fraction_of_the_cycle_the_final_worst_path_needs_pct": 6220,
    "worst_hold_slack_after_final_layout_ns": 0.161,
    "slew-limit-headroom_pct": 36.8,
    "tightest_slew_ns": 0.947
  },
  "yosys": {
    "synth-seq-area-share_pct": 3.88,
    "top_cell": "sky130_fd_sc_hd__ha_1",
    "post_synth.cell_area_avg_um2": 7.38,
    "ys_sh_aoi_pct": 26.6,
    "ys_top_cells_by_area": "sky130_fd_sc_hd__ha_1, sky130_fd_sc_hd__fa_1, sky130_fd_sc_hd__xnor2_1, sky130_fd_sc_hd__nand2_1, sky130_fd_sc_hd__nor2_1",
    "synth.cell_area_um2": 45800,
    "ys_types": 101,
    "ys_warn_count": 5,
    "xor_share_pct": 8.58,
    "synthAdderAreaFrac_pct": 30.5,
    "yosys.area.top_type_share_pct": 19.0,
    "synth.logic.top_family": "adder cells",
    "yosys-top-cells-count": "sky130_fd_sc_hd__ha_1, sky130_fd_sc_hd__nand2_1, sky130_fd_sc_hd__nor2_1, sky130_fd_sc_hd__inv_1, sky130_fd_sc_hd__a21oi_1",
    "synth-edff-count": 0,
    "yosys_area_um2": 45800,
    "synth.yosys.num_cells": 6214,
    "synth.largest_area_cell": "sky130_fd_sc_hd__ha_1",
    "synth_flops": 71,
    "postSynth.asyncResetShare_pct": 100,
    "simple_logic_cell_fraction_of_the_synthesized_area_pct": 20.9,
    "mux_share_pct": 3.84,
    "synth_instances": 6214,
    "dominantRegCellSynth": "sky130_fd_sc_hd__dfrtp_1"
  },
  "cts": {
    "ctsHtreeMaxLevel": 3,
    "cts_sinks": 71,
    "clkSlewWorstSetupHoldPaths_ns": 0.08,
    "cts-root-to-sink-buffers": 2,
    "tritoncts": "done",
    "cts-root-buf": "sky130_fd_sc_hd__clkbuf_16",
    "cts_inserted_buffers": 9
  },
  "critical_path": {
    "setup.worst_path.class": "input port to register",
    "setup.worst_path.start": "B[4]",
    "critical_path_s_slowest_cell": "sky130_fd_sc_hd__or4_4",
    "timing.critical_path.mode_cell": "sky130_fd_sc_hd__buf_4",
    "worst_path_largest_cell_delay_ns": 0.59,
    "worstSetupStartpointType": "input port",
    "cp_data_arrival_time_ns": 62.48,
    "critPathMaxFanout": 16,
    "worstSetupEndpointType": "register",
    "worst-endpoint-required_ns": 1.28
  },
  "place": {
    "io_buffer_count": 108,
    "detailedPlacementHpwl_um": 176000,
    "final_replace_weighted_congestion": 1.05,
    "post_dp_cell_area_um2": 70300
  },
  "global_routing": {
    "grtUsageMet1_pct": 52.7,
    "gr-max-usage-layer": "met2",
    "grt_max_degree": 34,
    "grt-ovfl-total": 0,
    "first_pass_grt_wire_length_um": 328000,
    "globalRouteMet3Util_pct": 9.36,
    "met2_global_route_usage_pct": 57.5,
    "antenna_found_initial": 0,
    "grt_pass1_vias": 56600,
    "grt_usage_pct": 37.5
  },
  "finish": {
    "final_area_um2": 80900,
    "syn2layout_area_growth_pct": 76.6,
    "final_core_util_pct": 71.6,
    "post_route_cells_drive_above_1_share_pct": 46.9
  },
  "run": {
    "maxcap_violations": 0,
    "openroad.warnings": 62
  },
  "routing": {
    "detail_route.iter0.violations": 3879,
    "wl_per_cell_um": 20.4,
    "remaining_routing_drc_violations": 0,
    "drt_wl_total_um": 223000,
    "dr_total_vias": 59700,
    "ant_nets": 0,
    "drt_pass1_iterations": 6,
    "detail_route.vias_per_cell": 5.47,
    "num_antenna_cells": 0
  },
  "hold_path": {
    "worstHoldPathType": "input port to asynchronous set/reset pin"
  }
}
-- final timing paths --
check / cells past startpoint / endpoint / slack [ns]
min: 2 / arth_unit.Arith_OUT[21] / 0.16
max in group asynchronous: 3 / arth_unit.Arith_OUT[23] / 0.15
min in group clk0: 3 / cmp_unit.CMP_Flag / 0.25
max: 328 / arth_unit.Arith_OUT[21] / -61.20
-- what timing repair did --
item	CTS	global route
resized	721	933
hold endpoints to repair	57	0
setup buffers	272	248
hold buffers	2	0
pin swaps	382	426
endpoints found under the setup margin	139	202
gates cloned	11	7
-- layout by cell type (no fill, tap or decap), drive strengths merged, types with 43 or more instances in the layout --
master and n:
dfrtp 71, nand3 124, clkbuf 95, a21o 214, a31oi 86, and3 56
or3 76, fa 264, and2 43, xnor2 299, mux2i 46, nand2 647
conb 170, or2 53, nor3 162, a211oi 72, nor2b 80, o21a 132
nor2 623, ha 695, o21ai 326, o21bai 48, xor2 150, buf 3108
inv 475, o31ai 69, a21oi 460, o211ai 61, nand4 60, mux2 85
-- metrics by stage --
step	setup WS, ns	instances
global placement	-66.12	10400
floorplan	-61.62	6382
CTS	-60.51	10700
finish	-61.20	10900
global route	-63.32	10900
detailed placement	-66.59	10400
-- critical path, delay by kind of cell --
family                   cells  cell delay, ns
AND-OR/OR-AND              150           30.19
AND/OR/NAND/NOR             75           12.58
buffers and inverters       62            8.62
adder cells (fa/ha/maj)     31            8.28
multiplexers                 6            1.70
XOR/XNOR                     4            0.70
-- cell families (layout without fill, tap and decap cells) --
logic type	count (synthesis)	after routing
buffers and inverters	688	3709
AOI/OAI and AO/OA	1829	1830
DFF	71	71
other	2	170
and+or+nand+nor	2070	2070
muxes	146	146
xor gates and xnor gates	449	449
adders and majority gates	959	959
-- state kept, by name (all words and copies together), names as in the netlist --
signal	flops
shft_unit.SHIFT_OUT	16
arth_unit.Arith_flag	1
arth_unit.Arith_OUT	32
arth_unit.Carry_OUT	1
cmp_unit.CMP_OUT	2
logic_unit.Logic_Flag	1
logic_unit.Logic_OUT	16
cmp_unit.CMP_Flag	1
shft_unit.SHIFT_Flag	1
-- per-layer routing --
layer	share of wire (%)	wire [µm]
met2	43	96000
met5	0	0
met3	9.3	20700
met4	4.5	10000
met1	43	96000
-- final cells by class --
cell class                 count  area, µm²
multi-input combinational   5624      49100
fill                        8218      32200
timing repair buffer        3205      25900
inverter                     488       1990
tap                         1500       1880
sequential                    71       1790
clock buffer                   9        225
clock inverter                 7        103
