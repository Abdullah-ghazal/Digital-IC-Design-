**/design/flow/constraint.sdc**
```tcl
current_design Register_file

set clk_period 2.0
set clk_io_pct 0.2

create_clock -name clk0 -period $clk_period [get_ports {CLK}]

set non_clock_inputs [all_inputs -no_clocks]
set_input_delay [expr $clk_period * $clk_io_pct] -clock clk0 $non_clock_inputs
set_output_delay [expr $clk_period * $clk_io_pct] -clock clk0 [all_outputs]
```
**/design/flow/design.v**
```verilog
module Register_file
        #(
         parameter addrs_wdth = 3,
         parameter mem_wdth = 16,
         parameter mem_dpth = 8)
         (
            input wire [mem_wdth-1 : 0]WrData,
            input wire [addrs_wdth-1 : 0]Address,
            input wire WrEn,
            input wire RdEn,
            input wire CLK,
            input wire RST,
            output reg [mem_wdth -1 : 0]RdData
          );
        reg [mem_wdth - 1 : 0] reg_file [mem_dpth - 1 : 0];
        integer i;
        always @(posedge CLK or negedge RST)
        begin
            if(!RST)    
            begin
                for ( i = 0; i < mem_dpth ; i = i + 1 )
                begin
                    reg_file[i] <= 'b0;
                end
            end
            else if(WrEn && !RdEn)
                reg_file[Address] <= WrData;
            else if(RdEn && !WrEn)
                RdData <= reg_file[Address];            
        end
endmodule
```
**/design/flow/config.mk**
```make
export PLATFORM = sky130hd
export DESIGN_NAME = Register_file
export DESIGN_NICKNAME = Register_file
export VERILOG_FILES = /design/flow/design.v
export SDC_FILE = /design/flow/constraint.sdc
export NUM_CORES = 4
export LEC_CHECK = 1
export CORE_UTILIZATION = 50
```
**/design/flow/run.sh**
```bash
#!/bin/bash
# OpenROAD 26Q1-2900-gdf79404cd8, Yosys 0.63+post, stock flow scripts
make -C /OpenROAD-flow-scripts/flow DESIGN_CONFIG=/design/flow/config.mk WORK_HOME=/design/flow/orfs finish
```
==> results.toml <==
# yosys + openroad results
[run_status]
run_status = "finished, final reports clean"

[die]
die_y_extent_um = 115
ioPinCount = 39
fp.dieArea_um2 = 13300
die-width_um = 115
initCoreUtil_pct = 51.2
floorplan.rows = 41
fp.coreArea_um2 = 12600

[synth]
warnings_synthesis = 2
yosys-stat-cells = 435
gate_count_of_the_mapped_netlist = 435
synthesis.area_per_instance_um2 = 14.8
synth.yosys.seq_area_share_pct = 57.2
yosys-stat-area_um2 = 6440
synth-seq-cells = 144
yosys.cell_types.count = 32
syn-cell-area_um2 = 6440

[clock_network]
cts_setup_buffers = 0
ctsHtreeMaxLevel = 4
clk_pin_slew_worst_paths_ns = 0.06
clock_sink_count = 144
insertion_delay_ns = 0.41
cts_buffer_depth = 2
cts_resized = 0
cts_inserted_buffers = 17
cts_tree = "done"
cts.root.buffer_cell = "sky130_fd_sc_hd__clkbuf_16"
post_cts_hold_buffer_count = 0

[global_route]
grt_pass1_vias = 4115
globalRouteOverflowTotal = 0
track_usage_pct = 24.2
antenna_violations_before_repair = 0
grt_first_pass_wirelength_um = 22700
grt_start_max_net_pins = 129

[final_timing]
report.final.slew_viol_count = 0
final_skew_ns = 0.00801
final_hold_viol_count = 0
tightest_slew_ns = 0.757
fmax_mhz = 561
min_period_over_period_pct = 89.1
postLayoutSetupSlackWorst_ns = 0.217
max-slew-margin-rel_pct = 49.5
period_needed_ns = 1.78
final_report_setup_violation_count = 0
setup_tns_ns = 0
unrepaired_setup_endpoints_after_global_routing = "false"

[drt]
drt_first_pass_iters = 4
via_density_per_instance = 5.60
postRouteWirelength_um = 13900
dr.first_iter.drc_count = 166
drc = 0
route.vias.total = 3896
routed_wire_length_per_instance_um = 19.9
n_antenna_cell = 0
final_antenna_net_count = 0

[flow_run]
cap_viol_max_count = 0
warning_count = 27

[worst_setup_path]
worst_path_max_delay_cell = "sky130_fd_sc_hd__clkdlybuf4s50_1"
cp.arrival_ns = 2.08
worstSetupPathType = "input pin to flop"
path_cells = "clkdlybuf4s50_1 > inv_1 > nor3_2 > buf_4 > mux2_2"
critPathMaxStageDelay_ns = 0.64
worstSetupStartpointType = "input pin"
cp-end-kind = "flop"
worst-r2r-setup-slack_ns = 0.87
critical_path.max_fanout = 8
required_ns = 2.30

[pwr]
static-leakage-power_nw = 3.52
max-vdd-ir-drop_mv = 0.697
power.density_cell_area_nw_per_um2 = 1030

[placed_design]
placement.setup.worst_slack_ns = -0.159
detailed_place_hpwl_um = 9100
place_congestion = 0.882
port_buffers = 38

[finish]
post_route_cells_drive_above_1_share_pct = 40.5
flow.area_growth_from_synthesis_pct = 23.2

[hold_path]
tightest_hold_check_type = "input pin to async pin"
==> path summary, 6_finish.rpt <==
| check | startpoint | end | depth (start not counted) |
|---|---|---|---|
| max in group asynchronous | RST | reg_file[0][9] | 2 |
| worst min-delay path | RST | reg_file[2][0] | 2 |
| worst max-delay path | Address[2] | reg_file[6][2] | 5 |
| worst max register to register | reg_file[3][8] | RdData[8] | 3 |
| worst min register to register | reg_file[5][13] | reg_file[5][13] | 1 |
| min in group clk0 | reg_file[5][13] | reg_file[5][13] | 1 |
==> metrics by stage <==
stage          cell area [um2]  util (%)  power [W]  cells  hold WS [ns]
6_report                  7930      63.1    0.00814    696        0.0451
5_1_grt                   7930      63.1    0.00855    696         0.144
4_1_cts                   7930      63.1    0.00822    696         0.154
3_5_place_dp              7370      58.6    0.00524    664         0.483
3_3_place_gp              7370      58.6    0.00519    664         0.473
2_1_floorplan             6440         -    0.00479    435         0.104
==> synth_stat cells <==
master	n	area share, %
sky130_fd_sc_hd__nor3_2	1	0.16
sky130_fd_sc_hd__mux2i_1	46	7.2
sky130_fd_sc_hd__nand2_2	2	0.19
sky130_fd_sc_hd__buf_2	10	0.78
sky130_fd_sc_hd__nor2_2	2	0.19
sky130_fd_sc_hd__buf_4	6	0.70
sky130_fd_sc_hd__mux2_4	10	2.3
sky130_fd_sc_hd__nor3b_1	11	1.3
sky130_fd_sc_hd__mux2_1	2	0.35
sky130_fd_sc_hd__a31oi_1	2	0.19
sky130_fd_sc_hd__a211oi_1	10	1.2
sky130_fd_sc_hd__a21oi_1	1	0.078
sky130_fd_sc_hd__or3_1	2	0.19
sky130_fd_sc_hd__buf_6	2	0.35
sky130_fd_sc_hd__a211o_1	1	0.14
sky130_fd_sc_hd__inv_1	6	0.35
sky130_fd_sc_hd__nand3_4	1	0.27
sky130_fd_sc_hd__nand2b_1	3	0.29
sky130_fd_sc_hd__nor2_1	4	0.23
sky130_fd_sc_hd__dfrtp_1	128	50
sky130_fd_sc_hd__buf_1	2	0.12
sky130_fd_sc_hd__a221oi_1	5	0.68
sky130_fd_sc_hd__mux2_2	116	20
sky130_fd_sc_hd__nor3b_4	1	0.29
sky130_fd_sc_hd__nand2_1	3	0.17
sky130_fd_sc_hd__o22ai_1	15	1.5
sky130_fd_sc_hd__edfxtp_1	16	7.5
sky130_fd_sc_hd__nor2b_1	1	0.097
sky130_fd_sc_hd__clkbuf_1	8	0.47
sky130_fd_sc_hd__a22oi_1	1	0.12
sky130_fd_sc_hd__o22a_1	15	2.0
sky130_fd_sc_hd__nand3b_4	2	0.62
==> power by group <==
group / leakage, nW / switching [W] / total (W) / internal [W]
sequential: 1.72 / 0.000301 / 0.00390 / 0.00360
combinational: 1.53 / 0.000495 / 0.00129 / 0.000791
clock: 0.272 / 0.00111 / 0.00295 / 0.00184
total: 3.52 / 0.00191 / 0.00814 / 0.00623
==> cell type report <==
type                            instances  area, um2
Fill cell                             982       4640
Sequential cell                       144       3680
Multi-Input combinational cell        257       2580
Timing Repair Buffer                   85        871
Clock buffer                           27        503
Tap cell                              172        215
Clock inverter                          5       56.3
Inverter                                6       22.5
==> state kept, by name, indices dropped and copies added, names as in the netlist <==
signal and cells:
RdData 16, reg_file 128
==> routing by layer <==
layer / part of all wire, % / global-route usage, %
met5: 0 / 0
met1: 48 / 39.7
met2: 47 / 36.4
met3: 4.3 / 5.01
met4: 1.2 / 3.20
==> layout by cell type (no fill, tap or decap), types with 2 or more instances in the layout <==
master / synthesis / final
sky130_fd_sc_hd__a211oi_1: 10 / 10
sky130_fd_sc_hd__a221oi_1: 5 / 5
sky130_fd_sc_hd__a31oi_1: 2 / 2
sky130_fd_sc_hd__buf_12: 0 / 12
sky130_fd_sc_hd__buf_2: 10 / 2
sky130_fd_sc_hd__buf_4: 6 / 36
sky130_fd_sc_hd__clkbuf_1: 8 / 6
sky130_fd_sc_hd__clkbuf_16: 0 / 17
sky130_fd_sc_hd__clkbuf_8: 0 / 4
sky130_fd_sc_hd__clkdlybuf4s50_1: 0 / 35
sky130_fd_sc_hd__clkinv_2: 0 / 2
sky130_fd_sc_hd__dfrtp_1: 128 / 128
sky130_fd_sc_hd__edfxtp_1: 16 / 16
sky130_fd_sc_hd__inv_1: 6 / 6
sky130_fd_sc_hd__mux2_1: 2 / 2
sky130_fd_sc_hd__mux2_2: 116 / 116
sky130_fd_sc_hd__mux2_4: 10 / 10
sky130_fd_sc_hd__mux2i_1: 46 / 46
sky130_fd_sc_hd__nand2_1: 3 / 3
sky130_fd_sc_hd__nand2_2: 2 / 2
sky130_fd_sc_hd__nand2b_1: 3 / 3
sky130_fd_sc_hd__nand3b_4: 2 / 2
sky130_fd_sc_hd__nor2_1: 4 / 3
sky130_fd_sc_hd__nor2_2: 2 / 3
sky130_fd_sc_hd__nor3b_1: 11 / 11
sky130_fd_sc_hd__o22a_1: 15 / 15
sky130_fd_sc_hd__o22ai_1: 15 / 15
sky130_fd_sc_hd__or3_1: 2 / 2
==> logic make-up (layout without fill, tap and decap cells) <==
logic type,count (synthesis),in the layout,synth area share [%]
AOI/OAI and AO/OA,50,50,5.87
and+or+nand+nor,33,33,4.00
buffers and inverters,34,123,2.76
DFF,144,144,57.2
muxes,174,174,30.1
==> worst max-delay path, delay by kind of cell <==
family	cells	cell delay (ns)
simple gates	1	0.29
buf+inv	3	1.04
mux	1	0.34
No activity file was given, so power comes from the tool's default toggle rates.
