==> design.v <==
module Ass2(
  input [4:0] IN,
  input Load,
  input wire Up,
  input wire Down,
  input wire CLK,
  output reg High,
  output reg [4:0] Counter,
  output reg Low  
);
reg [4:0] Counter_reg;
always @(posedge CLK)
begin
  Counter <= Counter_reg;
end
always @(*)
begin
  if(Load)
    Counter_reg = IN;
  else if (Down && Counter != 5'd0)
    Counter_reg = Counter - 1 ;
  else if(Up && !Down && Counter != 5'd31)  
    Counter_reg = Counter + 1 ;
  else
    Counter_reg = Counter;    
end
always @(*)  
begin
  if (Counter == 5'd0)
    begin
      High = 1'b0;
      Low = 1'b1;
    end
  else if(Counter == 5'd31)
    begin
      High = 1'b1;
      Low = 1'b0;  
    end
  else
    begin
      High = 1'b0;
      Low = 1'b0;      
    end
end
endmodule
==> run.sh <==
#!/bin/bash
# OpenROAD 26Q1-2900-gdf79404cd8, Yosys 0.63+post, stock flow scripts
make -C /OpenROAD-flow-scripts/flow DESIGN_CONFIG=/design/flow/config.mk WORK_HOME=/design/flow/orfs finish
==> config.mk <==
export PLATFORM = sky130hd
export DESIGN_NAME = Ass2
export DESIGN_NICKNAME = Ass2
export VERILOG_FILES = /design/flow/design.v
export SDC_FILE = /design/flow/constraint.sdc
export NUM_CORES = 4
export LEC_CHECK = 1
export CORE_AREA = 10 10 70 70
export DIE_AREA = 0 0 80 80
==> constraint.sdc <==
current_design Ass2

set clk_period 2.8
set clk_io_pct 0.2

create_clock -name clk0 -period $clk_period [get_ports {CLK}]

set non_clock_inputs [all_inputs -no_clocks]
set_input_delay [expr $clk_period * $clk_io_pct] -clock clk0 $non_clock_inputs
set_output_delay [expr $clk_period * $clk_io_pct] -clock clk0 [all_outputs]
==> run_results.csv <==
group,metric,value,unit
critical_path,crit_fanout,5,
detailed_routing,drtIter0Drc,17,
cts,cts-hold-fix-buffers,0,
cts,cts_setup_buffers,0,
cts,cts_tree,"built",
critical_path,endpoint_kind,"flip-flop",
global_route,grt_usage,0.0345,
timing,period_needed,2.55,ns
synthesis,ys_area,377,um^2
min_path,hold_end,"Counter[0]",
floorplanning,row_count,21,
status,status,"finished clean",
synthesis,ys_seq_frac,0.399,
global_route,grt-ovfl-total,0,
cts,cts_sinks,5,
detailed_routing,antenna_left,0,
timing,fin_tns_setup,0,ns
global_route,grt_pass1_wl,1.73,mm
final_layout,layout_top_cells,"clkdlybuf4s50_1 (15), edfxtp_1 (5), nand2_1 (4), buf_4 (4)",
global_route,grt_pass1_vias,363,
timing,clock.fmax,393,MHz
cts,cts_made_buffers,3,
floorplanning,ios,16,
synthesis,synth_cell_types,20,
critical_path,crit_arrival,2.53,ns
critical_path,rrSetupSlack,0.25,ns
detailed_routing,wl_per_cell,10.2,um
final_layout,utilization,0.186,
synthesis,syn_avg_cell_area,10.8,um^2
critical_path,path_buffers,0,
detailed_routing,drc,0,
final_layout,syn_to_final_growth,69.1,%
flow_run,max-cap-violations,0,
power_and_ir_drop,ir_drop,0.178,mV
synthesis,synthesis.area,377,um^2
placed_design,dp_hpwl,922,um
detailed_routing,highest_layer,"met3",
critical_path,critical-path-max-stage-delay,0.54,ns
global_route,antenna_found_initial,0,
cts,cts_root_buf,"clkbuf_4",
synthesis,yosysWarnings,1,
final_layout,largest_register_ff_count,5,
timing,relSlewSlack,0.739,
synthesis,flop_cell,"edfxtp_1",
final_layout,drive_above_1_share,0.175,
floorplanning,core-area,3420,um^2
cts,cts_max_level,1,
global_route,grt_max_degree,10,
final_layout,layout_top_cell,"clkdlybuf4s50_1",
synthesis,edf_count,5,
detailed_routing,wl_met2,428,um
critical_path,cp_cell_sequence,"or4_1, nor2_2, nor2b_1, fa_1, a21o_1, a21oi_1, xnor2_1, mux2_2",
floorplanning,fp.dieH,80,um
critical_path,start_kind,"flip-flop",
floorplanning,die-width,80,um
critical_path,r2r_cells,8,
cts,clk_latency,0.23,ns
floorplanning,die-area,6400,um^2
detailed_routing,route.vias.total,354,
power_and_ir_drop,leakage,0.241,nW
min_path,hold_depth,2,
flow_run,tool_warnings,25,
critical_path,crit_family,"simple AND/OR/NAND/NOR gates",
timing,hold_viol,0,
critical_path,critPathSlowestCell,"or4_1",
power_and_ir_drop,p_per_area,642,nW/um^2
timing,rsz0062_at_grt,"false",
synthesis,synthCells,35,
cts,ctsResizeCount,0,
placed_design,portBuffers,15,
cts,cts_buffer_depth,2,
synthesis,synth.ff_latch_count,5,
placed_design,gp_routability_congestion,0.787,
final_layout,logic_area,223,um^2
floorplanning,core_util_floorplan,0.110,
detailed_routing,wl,1.05,mm
synthesis,synth_stat.cells,35,
critical_path,r2r_end,"Counter[4]",
final_layout,fill_cells,388,
detailed_routing,met3_length,140,um
critical_path,critPathRequiredTime,2.78,ns
final_layout,regArea,150,um^2
detailed_routing,met1_length,484,um
timing,drv_slew,0,
synthesis,async_flop_share,0,
detailed_routing,drt-pass1-iter-count,4,
detailed_routing,antennaDiodeCount,0,
min_path,hold_path_startpoint,"Counter[0]",
timing,fin_worst_skew,0.00182,ns
critical_path,worst-path-stages,8,
timing,period_used_share,0.910,
detailed_routing,vias_per_cell,3.44,
critical_path,r2r_start,"Counter[2]",
timing,setup_violations,0,
critical_path,worstSetupPathType,"flip-flop to flip-flop",
min_path,hold_class,"flip-flop to flip-flop",
cts,clk_pin_slew_worst_paths,0.04,ns
timing,tightest_slew,0.391,ns
-- per-layer routing --
layer | vias to the layer above | track usage
li1 | 176 | -
met1 | 159 | 0.0468
met5 | - | 0
met3 | 0 | 0.0239
met2 | 19 | 0.0457
met4 | 0 | 0.00176
-- layout make-up --
cell class,count,share of cell area
multi-input cells,29,0.350
repair buffers,19,0.283
well taps,46,0.0904
flip-flops and latches,5,0.236
clock buffers,4,0.0413
-- synth_stat cells, types with 2 or more instances --
| cell type | number | area (um^2) |
|---|---|---|
| a21oi_1 | 2 | 10.0 |
| xnor2_1 | 2 | 17.5 |
| o21ai_0 | 3 | 15.0 |
| mux2_2 | 2 | 22.5 |
| nand2_1 | 4 | 15.0 |
| ha_1 | 3 | 37.5 |
| edfxtp_1 | 5 | 150 |
| a21o_1 | 2 | 15.0 |
-- tightest hold or removal path, cell delays in order (launching register included) --
cell and delay (ns):
edfxtp_1 0.33, buf_4 0.15, o21ai_0 0.08
-- logic make-up after synthesis --
logic type                 share of synthesized area
and+or+nand+nor                                0.153
AOI/OAI and AO/OA                              0.130
DFF                                            0.399
adders and majority gates                      0.153
xor gates and xnor gates                      0.0698
muxes                                         0.0864
buffers and inverters                        0.00996
-- worst max path at each step --
stage | startpoint | endpoint | slack (ns)
CTS | Counter[2] | Counter[4] | 0.24
global route | Counter[2] | Counter[4] | 0.11
finish | Counter[2] | Counter[4] | 0.25
-- per-stage QoR --
| stage | setup WS, ns | area [um^2] | std cells | power (mW) | hold slack [ns] |
|---|---|---|---|---|---|
| 6_report | 0.253 | 637 | 103 | 0.409 | 0.743 |
| 5_1_grt | 0.113 | 637 | 103 | 0.453 | 0.805 |
| 2_1_floorplan | 0.379 | 377 | 35 | 0.227 | 0.685 |
| 3_5_place_dp | 0.0627 | 611 | 99 | 0.334 | 0.741 |
| 4_1_cts | 0.235 | 637 | 103 | 0.417 | 0.754 |
| 3_3_place_gp | 0.107 | 611 | 99 | 0.331 | 0.732 |
-- power by group --
group / leakage [nW] / internal (mW) / switching [mW] / total, mW
registers: 0.0520 / 0.112 / 0.0153 / 0.127
clock network: 0.0150 / 0.0536 / 0.0257 / 0.0794
logic: 0.174 / 0.124 / 0.0789 / 0.202
Power is estimated from default activity; no workload was simulated.
